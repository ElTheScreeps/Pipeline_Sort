==> flow/design.v <==
module P1(clk, client_val, client_data, dat1, dat2, dat3, dat4);
parameter data_width = 8;
input                       clk;
input                       client_val;
input      [data_width-1:0] client_data;
output reg [1:0]            dat1;
output reg [1:0]            dat2;
output reg [1:0]            dat3;
output reg [1:0]            dat4;
always @(posedge clk) 
begin
    if (client_val) begin
        dat1 <= client_data [data_width-1:6];
        dat2 <= client_data [5:4];
        dat3 <= client_data [3:2];
        dat4 <= client_data [1:0];
    end
end
endmodule
module P2(clk, sort_rdy, dat1, dat2,dat3, dat4, sort);
parameter data_width = 8;
input                  clk;
input                  sort_rdy;
input [1:0]            dat1;
input [1:0]            dat2;
input [1:0]            dat3;
input [1:0]            dat4;
inout [data_width-1:0] sort;
reg   [data_width-1:0] S;
reg   [1:0]            array [1:4];
reg   [data_width-1:0] temp;
integer i, j;
assign sort = S;
always @(posedge clk) 
begin
    if(sort_rdy) begin
    array[1] = dat1;
    array[2] = dat2;
    array[3] = dat3;
    array[4] = dat4;
    end
    for (i = 4; i > 0; i = i - 1) begin
        for (j = 1; j < i; j = j + 1) begin
            if (array[j] < array [j + 1]) begin
                temp = array[j];
                array [j] = array [j + 1];
                array [j + 1] = temp;
            end
        end
    end
end
always @(posedge clk) 
begin
    S [data_width-1:6] = array[1];
    S [5:4] = array[2];
    S [3:2] = array[3];
    S [1:0] = array[4];
end
endmodule
module P3(clk, rst_n, sort_val, sort, sort_data);
parameter data_width = 8;
input                        clk;
input                        rst_n;
input                        sort_val;
input      [data_width-1:0]  sort;
output reg [data_width- 1:0] sort_data;
always @(posedge clk or negedge rst_n) 
begin
    if (~rst_n) sort_data <= 8'b0;
    else if (sort_val) sort_data <= sort; 
end
endmodule
module PIPELINE_SORT(clk, rst_n, client_val, sort_rdy, client_data, sort_data, client_rdy, sort_val);
parameter data_width = 8;
input                    clk;
input                    rst_n;
input                    client_val;
input                    sort_rdy;
input   [data_width-1:0] client_data;
output  [data_width-1:0] sort_data;
output                   client_rdy;
output                   sort_val;
reg  [data_width-1:0] sort;
reg  [1:0]            count;
reg  [1:0]            dat1;
reg  [1:0]            dat2;
reg  [1:0]            dat3;
reg  [1:0]            dat4;
wire [1:0]            a;
wire [1:0]            b;
wire [1:0]            c;
wire [1:0]            d;
wire [data_width-1:0] s;
always @(posedge clk or negedge rst_n) 
begin
    if (~rst_n) count    <= 'b0;
    else if (sort_rdy) count <= count + 1; 
end
assign sort_val = (count == 2'b11) ? 1 : 0; 
assign client_rdy = (sort_rdy) ? 1 : 0; 
P1 u1(.clk, .client_val, .client_data, .dat1(a), .dat2(b), .dat3(c), .dat4(d));
P2 u2(.clk, .sort_rdy, .dat1(a), .dat2(b), .dat3(c), .dat4(d), .sort(s));
P3 u3(.clk, .rst_n, .sort_val, .sort(s), .sort_data);
endmodule
==> flow/run.sh <==
#!/bin/bash
# OpenROAD 26Q1-2900-gdf79404cd8, Yosys 0.63+post, stock flow scripts
make -C /OpenROAD-flow-scripts/flow DESIGN_CONFIG=/design/flow/config.mk WORK_HOME=/design/flow/orfs finish
==> flow/config.mk <==
export PLATFORM = sky130hd
export DESIGN_NAME = PIPELINE_SORT
export DESIGN_NICKNAME = PIPELINE_SORT
export VERILOG_FILES = /design/flow/design.v
export SDC_FILE = /design/flow/constraint.sdc
export NUM_CORES = 4
export LEC_CHECK = 1
export CORE_UTILIZATION = 30
==> flow/constraint.sdc <==
current_design PIPELINE_SORT

set clk_period 3.2
set clk_io_pct 0.2

create_clock -name clk0 -period $clk_period [get_ports {clk}]

set non_clock_inputs [all_inputs -no_clocks]
set_input_delay [expr $clk_period * $clk_io_pct] -clock clk0 $non_clock_inputs
set_output_delay [expr $clk_period * $clk_io_pct] -clock clk0 [all_outputs]
==> out/qor.csv <==
stage,metric,value,unit
global_route,vias in the first global route,954,
placement,worst slack at placement,-0.0552,ns
logic_synthesis,leading register cell type out of synthesis,dfxtp_1,
critical_path,kind of cell with the highest combined delay on the critical path,adder cells,
logic_synthesis,Seq cells post-synth,34,
floorplan,FP Core Util,31.9,%
sta,setup violation total in the final timing report,0,
clock_tree,clk ins delay skew pair,0.28,ns
floorplan,die width,73.8,um
logic_synthesis,cell count listed in synth_stat.txt,117,
logic_synthesis,number of enable flip-flop cells,8,
floorplan,number of top-level pins,22,
drt,average wire per standard cell,11.9,um
sta,final critical path time including I/O delays and setup,3.02,ns
clock_tree,clock tree from TritonCTS,built,
sta,worst-case hold slack,0.355,ns
logic_synthesis,ranking of synthesized cells by area,"dfxtp_1 (21%), dfrtp_1 (16%), edfxtp_1 (16%)",
global_route,global-route usage over all layers,11.0,%
cells_and_area,most used cells in the layout excluding fill and tap cells,"clkdlybuf4s50_1 (21), ha_1 (19), dfxtp_1 (16), inv_1 (15), dfrtp_1 (10)",
sta,transition time at the pin with the least slew margin,0.483,ns
sta,worst rel slew slack,67.0,%
logic_synthesis,most area-hungry cell type in the Yosys netlist,dfxtp_1,
flow_run,OpenROAD warning count,37,
logic_synthesis,mean instance size in the synthesized netlist,13.2,sq um
drt,number of detailed-routing iterations run before antenna repair,4,
global_route,maximum number of pins on one net before global-route repair,13,
critical_path,number of buffers and inverters on the critical path,4,
critical_path,sort of element at the start of the critical path,input pin,
clock_tree,clock transition at the register clock pins on the worst setup and hold paths after CTS,0.07,ns
placement,total half-perimeter wirelength after legalization and detailed placement,2040,um
critical_path,minimum setup slack among reg-to-reg paths,0.78,ns
drt,number of diodes added for antenna fixing,0,
clock_tree,count of clock tree sinks,34,
global_route,number of antenna violations at the first check in global routing,0,
critical_path,"critical path fanouts, max",4,
logic_synthesis,cell area after synthesis,0.00155,sq mm
drt,Vias per Instance,4.27,
clock_tree,number of buffers inserted for hold repair after clock tree synthesis,0,
sta,pins over their slew limit,0,
logic_synthesis,register share after synthesis,52.4,%
clock_tree,CTS root buf,clkbuf_8,
logic_synthesis,number of different library cells in the post-synthesis netlist,34,
sta,maximum clock rate,331,MHz
placement,Port Buf Inserts,21,
sta,setup skew after layout,0.00466,ns
placement,routability-driven placement congestion ratio,0.943,
cells_and_area,post-synthesis to final-layout area growth,29.1,%
global_route,final global-route overflow total,0,
flow_run,count of max-cap constraint violations,0,
drt,drt initial violations,20,
status,result of the run,"finished, final reports clean",
drt,DRC violation count after routing,0,
sta,unrepaired setup endpoints after global routing,no,
hold_path,path category of the worst min-delay check,register to register,
critical_path,maximum single-stage delay on the critical path,0.57,ns
drt,wire length reported by the detailed router,2610,um
clock_tree,maximum number of buffers from clock root to sink,2,
sta,final period utilization,94.3,%
critical_path,data arrival time at the worst-slack endpoint,3.22,ns
critical_path,series of cell instances along the critical path,"clkdlybuf4s50_1, mux2i_1, inv_1, ha_1, inv_1, ha_1, inv_1, ha_1, ha_1, a2111oi_0, nor3_1, a2bb2oi_1",
critical_path,cell with the largest stage delay on the worst path,clkdlybuf4s50_1,
logic_synthesis,share of the synthesized area in the top cell type,20.7,%
critical_path,cell type with the highest occurrence count on the critical path,ha_1,
cells_and_area,fraction of layout cells with a size suffix above 1,22.4,%
global_route,first-pass GRT wire length,4380,um
clock_tree,Num CTS Buffers,5,
critical_path,CP Class,input pin to register,
cells_and_area,most frequent logic cell in the layout,clkdlybuf4s50_1,
floorplan,floorplan die height,73.8,um
drt,via count,936,
floorplan,row count,25,
clock_tree,number of buffers inserted by post-CTS setup repair,0,
clock_tree,number of gates resized after CTS,0,
logic_synthesis,share of synthesized registers carrying an async set or reset,29.4,%
logic_synthesis,yosys warns,5,
pwr,Leak Pwr,0.000873,uW
sta,Final Hold Fails,0,
cells_and_area,final-layout fill cell count,443,
clock_tree,Clock H-tree levels,2,
critical_path,data required time of the worst path,3.41,ns
floorplan,total die size,0.00545,sq mm
pwr,VDD IR-drop max,0.346,mV
drt,count of antenna-violating nets left after detailed routing,0,
critical_path,CP Capture Type,register,
logic_synthesis,chip area estimate from yosys synthesis,0.00155,sq mm
floorplan,placeable core area,0.00485,sq mm
pwr,power density over the cells,764,mW/mm^2
sta,worst setup slack after layout,0.182,ns
logic_synthesis,synthesized netlist cell count,117,
## cell families after synthesis
kind of cell	count (synthesis)	synth area share [%]
buffers and inverters	18	5.10
DFF	34	52.4
and+or+nand+nor	12	4.37
AOI/OAI and AO/OA	16	9.79
muxes	17	12.4
xor gates and xnor gates	1	0.566
adders and majority gates	19	15.4
## registers in the layout, indices dropped and copies added (netlist names)
name and count:
u1.dat2 2, u3.sort_data 8, u2.S 8, u1.dat3 2, u1.dat4 2, u1.dat1 2
u2.array 8, count 2
## where the power goes
group          total, uW  leakage (uW)  internal, uW  switching (uW)
clock network        388     0.0000590           233             155
logic                510      0.000486           305             205
registers            629      0.000328           569            60.2
## synthesized netlist by cell type, drive strengths merged, types with 2 or more instances
master,instances
nor2,4
dfxtp,16
a21oi,2
edfxtp,8
mux2,11
dfrtp,10
inv,15
ha,19
nor3,2
o21a,2
buf,2
nand2b,2
mux2i,6
## final timing paths
check                                  startpoint                     endpoint  cells past startpoint
min reg2reg                u2.array[4][0]$_DFF_P_              u2.S[0]$_DFF_P_                      0
max in group asynchronous                   rst_n         count[1]$_DFFE_PN0P_                      1
min                        u2.array[4][0]$_DFF_P_              u2.S[0]$_DFF_P_                      0
max                                      sort_rdy       u2.array[2][0]$_DFF_P_                     12
min in group asynchronous                   rst_n  u3.sort_data[2]$_DFFE_PN0P_                      1
max reg2reg                  u1.dat1[1]$_DFFE_PP_       u2.array[2][0]$_DFF_P_                     11
## layer usage
metal,global-route usage [%],routed length [um],vias to the layer above
li1,-,-,474
met1,16.5,1260,435
met2,17.4,1200,22
met3,1.66,96,5
met4,2.14,46,0
met5,0,0,-
## final cells by class
class,instances,area (sq um),area share [%]
clock buffer,5,68.8,3.45
clock inverter,3,42.5,2.13
inverter,15,56.3,2.82
multi-input combinational,65,657,32.9
sequential,34,811,40.6
tap,67,83.8,4.20
timing repair buffer,30,278,13.9
## per-stage QoR
step | instance area [sq um] | TNS, ns | instances | total power [uW] | utilization (%)
4_1_cts | 2000 | 0 | 219 | 1540 | 41.2
6_report | 2000 | 0 | 219 | 1530 | 41.2
5_1_grt | 2000 | 0 | 219 | 1630 | 41.2
3_3_place_gp | 1890 | 0 | 211 | 1130 | 38.9
2_1_floorplan | 1550 | 0 | 117 | 936 | -
3_5_place_dp | 1890 | -0.0930 | 211 | 1140 | 38.9
Power figures rest on the tool's default switching activity, not on a simulated workload.
